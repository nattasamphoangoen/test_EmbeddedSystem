File: ./constraint.sdc
current_design Drive_74595

set clk_period 2.2
set clk_io_pct 0.2

create_clock -name clk0 -period $clk_period [get_ports {Clock}]

set non_clock_inputs [all_inputs -no_clocks]
set_input_delay [expr $clk_period * $clk_io_pct] -clock clk0 $non_clock_inputs
set_output_delay [expr $clk_period * $clk_io_pct] -clock clk0 [all_outputs]
File: ./design.v
`timescale 1ns / 1ps
module Drive_74595(Clock, Data_In, Shift, Latch, Data_Out);
input Clock;
input [7:0] Data_In;  
output Shift;  
output Latch;  
output Data_Out;  
reg [7:0] Clk_Count;  
reg R_Shift, R_Latch, R_DataO;
parameter nBit = 8;  
always @ ( posedge Clock ) begin
 Clk_Count <= Clk_Count + 1;
 if( Clk_Count > (2*nBit + 4)) begin
 Clk_Count <= 0;
 end
 if((Clk_Count < 2*nBit) && ((Clk_Count%2) == 0)) begin
 R_Shift <= 0;
 R_Latch <= 0;
 R_DataO <= Data_In[Clk_Count/2];
 end
 if((Clk_Count < 2*nBit) && ((Clk_Count%2) == 1)) begin
 R_Shift <= 1;
 R_Latch <= 0;
 R_DataO <= Data_In[Clk_Count/2];
 end
 if(Clk_Count == (2*nBit)) begin
 R_Shift <= 0;
 R_Latch <= 0;
 R_DataO <= 0;
 end
 if(Clk_Count == (2*nBit+1)) begin
 R_Shift <= 0;
 R_Latch <= 1;
 R_DataO <= 0;
 end
end
assign Shift = R_Shift;
assign Latch = R_Latch;
assign Data_Out = R_DataO;
endmodule 
File: ./config.mk
export PLATFORM = sky130hd
export DESIGN_NAME = Drive_74595
export DESIGN_NICKNAME = Drive_74595
export VERILOG_FILES = /design/flow/design.v
export SDC_FILE = /design/flow/constraint.sdc
export NUM_CORES = 4
export LEC_CHECK = 1
export CORE_AREA = 10 10 70 70
export DIE_AREA = 0 0 80 80
File: ./run.sh
#!/bin/bash
# OpenROAD 26Q1-2900-gdf79404cd8, Yosys 0.63+post, stock flow scripts
make -C /OpenROAD-flow-scripts/flow DESIGN_CONFIG=/design/flow/config.mk WORK_HOME=/design/flow/orfs finish
==> run summary <==
run metrics: CP startpoint kind register, antenna-violating nets left 0, placed cell count 106, static leakage power 0.000233 uW, delay of the slowest critical-path stage 0.47 ns, register-to-register setup slack 0.81 ns, CTS clock-pin slew for the worst setup and hold paths 0.07 ns, layout cell share with drive strength beyond 1 0.0938, maximum level of the CTS H-tree 1, count of hold buffers inserted by post-cts repair 0, sum of buffers and inverters on the critical path 1, via count of the first global-routing pass 408, wire per inst 8.92 um, cells along the critical path clkdlybuf4s50_1, flip-flop and latch count after synthesis 11, type of the setup path with the least slack reg -> out, starting density of the core 0.152, wire length of the first global-routing pass 1770 um, post-route minimum period 1.51 ns, maximum clock frequency 662 MHz, final number of setup-violating endpoints 0, wirelength, routed 981 um, detail-routed via count per cell 3.55, clock tree root driver cell sky130_fd_sc_hd__clkbuf_4, Area growth, synth to finish 35.3%, Synth Warn # 1, run status finished clean, depth of the worst register-to-register path 3, final hold violations 0, maximum buffer depth of the clock tree 2, Data required, critical path 1.76 ns, Initial DRT Pass Iterations 2, gp weighted congestion 0.686, Worst path slowest cell sky130_fd_sc_hd__clkdlybuf4s50_1, CP arrival 1.07 ns, PnR worst setup slack 0.689 ns, commonest register cell after synthesis sky130_fd_sc_hd__dfxtp_1, largest delay contributor family on the critical path buffers and inverters, worst hold margin 0.476 ns, async set-or-reset flop fraction in the synthesized netlist 0, number of cells in Yosys stat 49, number of gates resized after cts 0, number of sinks on the clock net 11, Crit Path Max Fanout 2, total clock buffers created by CTS 3, post-place setup slack 0.537 ns, x dimension of the die 80 um, Final Non-Filler Cells 110, antenna violations before repair 0, number of distinct library cells after synthesis 25, Inserted Diodes 0, synthesized area per cell 10.6 um2, latest clock arrival within the worst-skew pair 0.26 ns, hpwl dp 796 um, worst-case vdd ir drop 0.281 mV, floorplan core area 0.00342 mm2, number of placed I/O pins 12, # Max-Cap Violations 0, height of the chip 80 um, power per standard cell area 547 mW/mm2, unrepaired setup endpoints after global routing false, hold path depth 2, setup TNS 0 ns, yosys synthesis chip area 518 um2, clock tree skew after final layout 0.00228 ns, row cnt 21, sequential element share of the synthesized area 0.425, input/output buffers 11, type of the tightest min-delay check reg -> reg, Final Max Tran Viols 0, startpoint of the most critical register-to-register path Clk_Count[7], maximum number of pins on one net before global-route repair 11, iteration-0 DRC count of the detailed router 2, reg-to-reg endpoint R_DataO, hold-critical path endpoint R_Latch, category of the worst setup path capture point primary output, number of warnings in the stage logs 27, TritonCTS clock tree done, count of flip-flops with a built-in enable after synthesis 0, Overall Global Routing Usage 0.0332, vias after detailed routing 391, Post-CTS Repair Setup Buffers 0, startpoint of the tightest hold check path R_Latch, Period Utilization, post-route 0.687, total overflow reported by the global router 0, DRC violations left 0, Synth Cell Area 518 um2, chip area 0.00640 mm2, cell count after synthesis 49
cells in the final DEF, fill, tap and decap left out, types with 3 or more instances in the layout:
master | Yosys | routed
sky130_fd_sc_hd__ha_1 | 3 | 3
sky130_fd_sc_hd__clkbuf_4 | 0 | 3
sky130_fd_sc_hd__conb_1 | 1 | 3
sky130_fd_sc_hd__clkdlybuf4s50_1 | 0 | 11
sky130_fd_sc_hd__inv_1 | 3 | 3
sky130_fd_sc_hd__nor3_1 | 5 | 5
sky130_fd_sc_hd__dfxtp_1 | 11 | 11
how the worst max path moves through the flow:
stage	slack (ns)	end	from	cells past startpoint
after CTS	0.66	Data_Out	R_DataO	1
after global routing	0.65	Latch	R_Latch	1
final	0.69	Data_Out	R_DataO	1
stage by stage:
stage	power (uW)	area (um2)	util
after floorplan	232	526	-
after global placement	257	674	0.197
after detailed placement	258	674	0.197
after CTS	390	701	0.205
after global routing	405	701	0.205
final	383	701	0.205
power by group:
part / switching [uW] / leakage, uW / total (uW) / internal, uW
clock: 61.4 / 0.0000150 / 131 / 70.0
combinational: 11.0 / 0.000128 / 38.7 / 27.8
sequential: 5.49 / 0.0000904 / 213 / 208
kinds of logic (layout without fill, tap and decap cells):
logic type	Yosys count	count (layout)	share of synthesized area
simple gates	17	17	0.205
flops	11	11	0.425
mux	3	3	0.106
buf+inv	5	18	0.0580
other cells	1	3	0.00724
xor+xnor	3	3	0.0507
fa+ha+maj	3	3	0.0725
compound gates	6	6	0.0749
routing by layer:
metal / global-route usage / up-vias / part of all wire
li1: - / 200 / -
met1: 0.0396 / 177 / 0.47
met2: 0.0490 / 12 / 0.41
met3: 0.0227 / 2 / 0.11
met4: 0.00528 / 0 / 0.0061
met5: 0 / - / 0
sequential cells by signal, indices dropped and copies added, names as in the netlist:
name,cells
R_Latch,1
R_DataO,1
Clk_Count,8
R_Shift,1
synth_stat cells (2+ instances only):
cell / n / share of area
sky130_fd_sc_hd__nor3_1: 5 / 0.048
sky130_fd_sc_hd__dfxtp_1: 11 / 0.43
sky130_fd_sc_hd__nand3_1: 2 / 0.019
sky130_fd_sc_hd__nor4_1: 2 / 0.024
sky130_fd_sc_hd__mux4_2: 2 / 0.087
sky130_fd_sc_hd__xor2_1: 2 / 0.034
sky130_fd_sc_hd__inv_1: 3 / 0.022
sky130_fd_sc_hd__nor2_1: 2 / 0.014
sky130_fd_sc_hd__ha_1: 3 / 0.072
sky130_fd_sc_hd__o21ai_0: 2 / 0.019
area by class of cell:
cell class                      instances  area (um2)
Sequential cell                        11         220
Inverter                                3        11.3
Timing Repair Buffer                   11         110
Multi-Input combinational cell         35         275
Clock buffer                            4        26.3
Tap cell                               46        57.6
Fill cell                             387        2720
Power figures rest on the tool's default switching activity, not on a simulated workload.
