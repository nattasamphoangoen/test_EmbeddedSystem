--- flow/run.sh ---
#!/bin/bash
# OpenROAD 26Q1-2900-gdf79404cd8, Yosys 0.63+post, stock flow scripts
make -C /OpenROAD-flow-scripts/flow DESIGN_CONFIG=/design/flow/config.mk WORK_HOME=/design/flow/orfs finish
--- flow/config.mk ---
export PLATFORM = sky130hd
export DESIGN_NAME = MainTest7Seg
export DESIGN_NICKNAME = MainTest7Seg
export VERILOG_FILES = /design/flow/design.v
export SDC_FILE = /design/flow/constraint.sdc
export NUM_CORES = 4
export LEC_CHECK = 1
export CORE_AREA = 10 10 111 111
export DIE_AREA = 0 0 121 121
export SYNTH_HDL_FRONTEND = slang
--- flow/constraint.sdc ---
current_design MainTest7Seg

set clk_period 3.8
set clk_io_pct 0.2

create_clock -name clk0 -period $clk_period [get_ports {Clk_50MHz}]

set non_clock_inputs [all_inputs -no_clocks]
set_input_delay [expr $clk_period * $clk_io_pct] -clock clk0 $non_clock_inputs
set_output_delay [expr $clk_period * $clk_io_pct] -clock clk0 [all_outputs]
--- flow/design.v ---
`timescale 1ns / 1ps
module MainTest7Seg(Clk_50MHz, Rst_OnBoard, LED_Output);
 input Rst_OnBoard, Clk_50MHz;
 output [7:0] LED_Output;
 parameter Start_Case_0 = 6'b000000;
 parameter Start_Case_1 = 6'b100000;
 parameter StepRun_Case_0 = 13;
 parameter StepRun_Case_1 = 15;
 reg rMode = 1'b1;
 reg [5:0] rCounter = Start_Case_1;
 reg [5:0] rStart = Start_Case_1;
 reg [5:0] rStop = Start_Case_1 + StepRun_Case_1;
 reg [7:0] rLED_Output;
 reg [27:0] Dly_Counter;
 always@(posedge Clk_50MHz or negedge Rst_OnBoard) begin
 if(Rst_OnBoard == 0) begin
 if(rMode == 1) begin
 rMode <= 0;
 rCounter <= Start_Case_0;
 rStart <= Start_Case_0;
 rStop <= Start_Case_0 + StepRun_Case_0;
 end
 else begin
 rMode <= 1;
 rCounter <= Start_Case_1;
 rStart <= Start_Case_1;
 rStop <= Start_Case_1 + StepRun_Case_1;
 end
 end
 else begin
 Dly_Counter <= Dly_Counter + 1'b1;
 if(Dly_Counter >= 6_250_000) begin
 Dly_Counter <= 0;
 if (rCounter >= rStop) rCounter <= rStart;
 else rCounter <= rCounter + 1'b1;
 end
 end
 end
 always @(rCounter)
 case (rCounter)
 Start_Case_0+0: rLED_Output = 8'b10000000;
 Start_Case_0+1: rLED_Output = 8'b01000000;
 Start_Case_0+2: rLED_Output = 8'b00100000;
 Start_Case_0+3: rLED_Output = 8'b00010000;
 Start_Case_0+4: rLED_Output = 8'b00001000;
 Start_Case_0+5: rLED_Output = 8'b00000100;
 Start_Case_0+6: rLED_Output = 8'b00000010;
 Start_Case_0+7: rLED_Output = 8'b00000001;
 Start_Case_0+8: rLED_Output = 8'b00000000;
 Start_Case_0+9: rLED_Output = 8'b11111111;
 Start_Case_0+10: rLED_Output = 8'b00000000;
 Start_Case_0+11: rLED_Output = 8'b11111111;
 Start_Case_0+12: rLED_Output = 8'b00000000;
 Start_Case_1+0: rLED_Output = 8'b10000001;
 Start_Case_1+1: rLED_Output = 8'b01000010;
 Start_Case_1+2: rLED_Output = 8'b00100100;
 Start_Case_1+3: rLED_Output = 8'b00011000;
 Start_Case_1+4: rLED_Output = 8'b00011000;
 Start_Case_1+5: rLED_Output = 8'b00100100;
 Start_Case_1+6: rLED_Output = 8'b01000010;
 Start_Case_1+7: rLED_Output = 8'b10000001;
 Start_Case_1+8: rLED_Output = 8'b00000000;
 Start_Case_1+9: rLED_Output = 8'b11111111;
 Start_Case_1+10: rLED_Output = 8'b00000000;
 Start_Case_1+11: rLED_Output = 8'b11111111;
 Start_Case_1+12: rLED_Output = 8'b00000000;
 Start_Case_1+13: rLED_Output = 8'b11111111;
 Start_Case_1+14: rLED_Output = 8'b00000000;
 default: rLED_Output = 8'b00000000;
 endcase
 assign LED_Output = rLED_Output;
endmodule 
==> impl_metrics.toml <==
# yosys + openroad results
[run_status]
outcome = "completed"

[logic_synthesis]
syn_inst = 203
synthDistinctLibCells = 42
synth_chip_area_mm2 = 0.001996
yosys-stat-cells = 203
synth_warnings = 0
synthesis.area_mm2 = 0.001996
netlist_top_cells_area = "edfxtp_1 (42%), dfrtp_1 (7.5%), nor2_1 (6.2%)"
ys_seq_share_pct = 49.66
avgSynthCellArea_um2 = 9.831
post-synth-top-area-cell = "edfxtp_1"
synth_flops = 34
top_area_share_pct = 42.13

[grt]
antenna_found_initial = 0
first_global_vias = 1366
grt_util_all_layers_pct = 5.107
grt-ovfl-total = 0
grt_max_degree = 35
grt_pass1_wl_um = 6320

[routing]
drtIter0Drc = 94
antenna_left = 0
dr.pass1.iters = 4
drcViolationCount = 0
vias = 1449
wl_um = 3628
post_drt_wl_per_cell_um = 10.34
vias_per_cell = 4.128
antennaDiodeCount = 0

[worst_setup_path]
worstPathArrival_ps = 2130
path_buffers = 2
timing.rr.start = "Dly_Counter[24]$_SDFFCE_PP0P_"
end_kind = "primary output"
critPathRequiredTime_ps = 3040
max_stage_delay_ps = 580
r2r-end = "rCounter[4]$_DFFE_PN0P_"
critPathTopFamily = "buffers and inverters"
ff2ff_path_depth = 5
reg2reg_slack_ps = 1710
path_class = "reg2out"
cp_max_fo = 14
start_kind = "flip-flop"
cp-startpoint = "rCounter[2]$_DFFE_PN0P_"
critPathSlowestCell = "dfrtp_1"
worstPathCellList = "clkinv_1, a21oi_1, a21boi_0, o32ai_1, clkdlybuf4s50_1"

[floorplanning]
fp.dieW_um = 121
core-area_mm2 = 0.009864
initCoreUtil_pct = 20.23
rows = 36
ioPinCount = 10
die_y_um = 121
die_area_mm2 = 0.01464

[place]
dp.cells = 343
finalWeightedCongestion = 0.8772
dp_slack_ps = 1238
dp_hpwl_um = 2333
port_buffers = 9

[run]
openroad.warnings = 31
drv_cap = 0

[power_and_ir_drop]
p_leak_nw = 0.7912
power.share.clock_pct = 20.9
p_int_uw = 815.6
p_sw_share_pct = 32.42
p_sw_uw = 391.3
seqPwrFrac_pct = 43.5
p_total_mw = 1.207
power_density_mw_per_mm2 = 518.3
combPwrFrac_pct = 35.5
ir_worst_vdd_mv = 0.4048

[cts]
cts_buffers = 5
cts_sinks = 34
htree_levels = 2
post_cts.repair.setup_buffers = 0
clock_latency_ps = 280
cts_buffer_depth = 2
clk_pin_slew_ps = 60
cts_resized = 0
clockRootBuffer = "clkbuf_8"
cts_tree = "built"
cts_hold_buf = 0

[sta]
setup-tns-final_ps = 0
fmax_mhz = 345.7
clock_skew_ps = 4.167
drv_slew = 0
finalSetupViolCount = 0
hold_violations = 0
worst_slack_ps = 907.4
worst_pin_slew_ps = 854.3
slew_headroom_pct = 42.52
final.period_utilization_pct = 76.12
fin_crit_ps = 2893
rsz0062_at_grt = "no"
hold_ws_ps = 621.7

[hold_path]
hold_start = "Dly_Counter[19]$_SDFFCE_PP0P_"
whs_path_depth = 2
hold_class = "reg2reg"
hold_end = "Dly_Counter[19]$_SDFFCE_PP0P_"

[layout]
synthToLayoutAreaGrowth_pct = 16.68
drive_gt1_share_pct = 4.128
fin_cells = 351
worst max path at each step:
stage,to,slack [ps],depth (start not counted)
global route,LED_Output[0],670,5
CTS,LED_Output[0],920,5
finish,LED_Output[0],910,5
kinds of logic after synthesis:
family | Yosys count | synth area share (%)
AOI/OAI and AO/OA | 34 | 11.22
xor gates and xnor gates | 19 | 8.339
adders and majority gates | 8 | 5.016
buffers and inverters | 17 | 3.699
DFF | 34 | 49.66
other | 1 | 0.1879
and+or+nand+nor | 90 | 21.88
layout by cell type, fill, tap and decap left out, types with 2 or more instances in the layout:
cell,instances
buf_4,2
nor3_1,6
edfxtp_1,28
a31oi_1,2
a21oi_1,11
a211oi_1,2
ha_1,8
o32ai_1,2
inv_1,8
xnor2_1,11
and3_1,6
clkdlybuf4s50_1,9
dfrtp_1,6
o21ai_0,5
clkbuf_1,3
conb_1,5
nand2_1,12
nand4_1,5
or3_1,3
nor2b_1,3
nand3_1,15
and4_1,2
nor2_1,33
clkbuf_8,5
xor2_1,8
metrics by stage:
| stage | util, % | cell area (µm²) |
|---|---|---|
| after floorplan | - | 2011 |
| after global placement | 22.79 | 2248 |
| after detailed placement | 22.79 | 2248 |
| after CTS | 23.60 | 2328 |
| after global routing | 23.60 | 2328 |
| final | 23.60 | 2328 |
power by group through the flow:
| stage | sequential (mW) | combinational, mW | clock, mW |
|---|---|---|---|
| 4_1_cts | 0.524 | 0.432 | 0.261 |
| 5_1_grt | 0.537 | 0.494 | 0.279 |
| 6_report | 0.526 | 0.429 | 0.252 |
worst register-to-register path, stage by stage (launching register included):
cell       delay, ps
edfxtp_1         350
or4_1            540
or3_1            390
a2bb2oi_2        170
buf_4            240
a32o_1           290
state kept, by name, summed over array words and instances, names as in the netlist:
| name | count |
|---|---|
| Dly_Counter | 28 |
| rCounter | 6 |
cell type report:
cell class	instances	area, µm²
Timing Repair Buffer	11	105.1
Sequential cell	34	991.0
Clock buffer	8	80.08
Multi-Input combinational cell	156	952.2
Fill cell	1018	7536
Inverter	9	33.78
Tap cell	133	166.4
Yosys cell counts:
master     count
o32ai_1        2
o31ai_1        1
xnor2_1       11
nor3_1         6
buf_2          2
o21a_1         1
or4_1          1
a21boi_0       1
nand4bb_1      1
a221oi_1       1
a21o_1         1
edfxtp_1      28
o21ai_0        5
clkbuf_1       5
a211oi_1       2
or3_1          3
a31o_2         1
nor2b_1        3
a221o_1        1
nand3_1       15
a2bb2oi_1      1
a32o_1         1
a22o_1         1
xor2_1         8
conb_1         1
buf_6          1
nor2_1        33
dfrtp_1        6
nand2_1       12
clkinv_1       1
a21oi_1       11
o2bb2ai_1      1
inv_1          8
nand4_1        5
a31oi_1        2
and3_1         6
ha_1           8
o21ai_1        1
and2_1         1
nand3b_1       1
and4_1         2
nor4_1         1
metal layers:
| metal | up-vias | GRT usage (%) | wire length [µm] |
|---|---|---|---|
| met5 | - | 0 | 0 |
| met4 | 0 | 0.8296 | 36 |
| met3 | 4 | 2.173 | 254 |
| met2 | 33 | 6.701 | 1395 |
| met1 | 661 | 7.720 | 1941 |
| li1 | 751 | - | - |
Power is estimated from default activity; no workload was simulated.
