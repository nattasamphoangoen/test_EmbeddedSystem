### design/flow/design.v
`timescale 1ns / 1ps
module Read_8SIPO(Ser_I, Clk_I, Clk_O, SH_LD, Parl_O);
input Clk_I, Ser_I;
output Clk_O, SH_LD;
output [7:0] Parl_O;
reg [7:0] Clk_Count;  
parameter nBit = 8;  
reg [nBit-1:0] R_Parl_O, temp_Parl_O;
reg R_ShiftLoad;
always @(posedge Clk_I) begin
 Clk_Count <= Clk_Count + 1;
 if( Clk_Count > (nBit+4)) begin  
 Clk_Count <= 0;
 R_ShiftLoad <= 0;
 end
 if(Clk_Count==0) R_ShiftLoad <= 0;  
 if(Clk_Count==1) R_ShiftLoad <= 1;  
 if((Clk_Count>=2)&&(Clk_Count<=(nBit+1))) begin  
 temp_Parl_O <= temp_Parl_O << 1;
 temp_Parl_O[0] <= Ser_I;
 end
 if(Clk_Count==(nBit+2)) R_Parl_O <= temp_Parl_O;  
end
assign Parl_O = R_Parl_O;
assign Clk_O = Clk_I;
assign SH_LD = R_ShiftLoad;
endmodule 
### design/flow/constraint.sdc
current_design Read_8SIPO

set clk_period 2.2
set clk_io_pct 0.2

create_clock -name clk0 -period $clk_period [get_ports {Clk_I}]

set non_clock_inputs [all_inputs -no_clocks]
set_input_delay [expr $clk_period * $clk_io_pct] -clock clk0 $non_clock_inputs
set_output_delay [expr $clk_period * $clk_io_pct] -clock clk0 [all_outputs]
### design/flow/run.sh
#!/bin/bash
# OpenROAD 26Q1-2900-gdf79404cd8, Yosys 0.63+post, stock flow scripts
make -C /OpenROAD-flow-scripts/flow DESIGN_CONFIG=/design/flow/config.mk WORK_HOME=/design/flow/orfs finish
### design/flow/config.mk
export PLATFORM = sky130hd
export DESIGN_NAME = Read_8SIPO
export DESIGN_NICKNAME = Read_8SIPO
export VERILOG_FILES = /design/flow/design.v
export SDC_FILE = /design/flow/constraint.sdc
export NUM_CORES = 4
export LEC_CHECK = 1
export CORE_AREA = 10 10 81 81
export DIE_AREA = 0 0 91 91
==> flow_metrics.tcl <==
# collected from the flow reports
set metrics [dict create \
    final_cells 147 \
    leakage_nw 0.403 \
    grt_pass1_vias 527 \
    ys_cells 61 \
    endpoint_kind "primary output" \
    slew_violations 0 \
    grt_usage 0.0337 \
    vdd_drop_max_mv 0.437 \
    first_pass_iters 3 \
    synth_area_per_cell_um2 15.0 \
    antenna_left 0 \
    route.detailed.drc 0 \
    comb_power_share 0.013 \
    hold_ws_ns 0.428 \
    avgRoutedWirePerCell_um 9.20 \
    synth_area_um2 912 \
    dieHeight_um 91 \
    regToRegEndpoint "temp_Parl_O[2]$_DFFE_PP_" \
    cp-start-kind "clock port" \
    ios 12 \
    cp_max_fo 2 \
    floorplan.core_util 0.189 \
    cap_viol_max_count 0 \
    cts_tree "built" \
    crit_type "clock port to primary output" \
    status "finished clean" \
    ys.warnings.count 1 \
    syn2layout_area_growth_pct 31.0 \
    placed_area_mm2 0.00110 \
    diodes 0 \
    p_clk_frac 0.452 \
    warnings 29 \
    overflow 0 \
    hold_viol_final 0 \
    grt_pass1_wl_mm 2.34 \
    power.net_switching_mw 0.168 \
    cts_resized 0 \
    p_int_mw 0.769 \
    post-route-util 0.248 \
    numSynthFlops 25 \
    pwr_density_cell_mw_per_mm2 784 \
    crit_start "Clk_I" \
    dp_slack_ns 0.293 \
    core_area_mm2 0.00482 \
    skew_ns 0.00935 \
    rsz0062_at_grt "no" \
    cts_hold_buf 0 \
    setup_viol_count_final 0 \
    cp-endpoint "Clk_O" \
    insertion_delay_ns 0.37 \
    drt_wl_total_mm 1.35 \
    drt-initial-drc-count 11 \
    slowest_stage "dlymetal6s2s_1" \
    rows 25 \
    setup-tns-final_ns 0 \
    finalPower_mw 0.937 \
    dp_hpwl_um 985 \
    io_buffers 11 \
    ys_area_um2 912 \
    die_x_um 91 \
    hold_class "flop to flop" \
    worstRegToRegCells 5 \
    gp_congestion 0.834 \
    switching_share 0.179 \
    layout-drive-gt1-share 0.163 \
    postSynthSeqShare 0.724 \
    synth_cell_types 22 \
    required_ns 1.76 \
    max_stage_delay_ns 0.12 \
    cts_setup_buffers 0 \
    synthCells 61 \
    num_vias 511 \
    setup_ws_ns 0.318 \
    grt_max_degree 16 \
    design_area_mm2 0.00119 \
    arrival_ns 1.44 \
    p_seq_frac 0.535 \
    reg2reg_slack_ns 0.67 \
    clk_pin_slew_ns 0.09 \
    placed_cells 140 \
    antenna_found_initial 0 \
    worstPathCellList "clkbuf_8, clkbuf_8, dlymetal6s2s_1" \
    worstReg2RegStart "Clk_Count[0]$_SDFF_PN0_" \
    chip_area_mm2 0.00828 \
    cpMostUsedCell "clkbuf_8" \
    via_per_inst 3.48 \
]
==> kinds of logic (layout without fill, tap and decap cells) <==
group	Yosys count	after routing	share of synthesized area
and+or+nand+nor	13	13	0.100
adders and majority gates	4	4	0.0549
other	1	3	0.00411
AOI/OAI and AO/OA	11	11	0.0755
buffers and inverters	7	24	0.0412
DFF	25	25	0.724
==> power by group through the flow <==
stage         Combinational [mW]  Sequential (mW)  Clock [mW]
CTS                       0.0124            0.501       0.448
global route              0.0141            0.501       0.465
finish                    0.0124            0.501       0.424
==> metal layers <==
metal,vias up,wire [um],global-route usage
li1,254,-,-
met1,243,628,0.0388
met2,14,580,0.0495
met3,0,143,0.0241
met4,0,0,0.00914
met5,-,0,0
==> cell usage in the layout, fill, tap and decap left out, types with 3 or more instances in the layout <==
master           netlist  layout
a21oi_1                3       3
clkbuf_8               0       6
clkdlybuf4s50_1        0      10
conb_1                 1       3
dfxtp_1                9       9
edfxtp_1              16      16
ha_1                   4       4
inv_1                  5       5
nand2_1                4       4
nor3_2                 3       3
o21ai_0                3       3
==> critical path, delay by kind of cell <==
| kind | cells | cell delay [ns] |
|---|---|---|
| buffers and inverters | 3 | 0.34 |
==> flip-flops by register name, summed over array words and instances, names as in the netlist <==
register	cells
R_ShiftLoad	1
R_Parl_O	8
Clk_Count	8
temp_Parl_O	8
==> worst min-delay path by stage <==
stage	end	slack (ns)	depth (start not counted)	startpoint
CTS	R_Parl_O[7]$_DFFE_PN_	0.43	0	temp_Parl_O[7]$_DFFE_PP_
finish	R_Parl_O[7]$_DFFE_PN_	0.43	0	temp_Parl_O[7]$_DFFE_PP_
global route	R_Parl_O[7]$_DFFE_PN_	0.45	0	temp_Parl_O[7]$_DFFE_PP_
==> cells in the mapped netlist <==
master / instances / area [um2]
a211o_1: 1 / 8.76
a21oi_1: 3 / 15.0
a221oi_1: 1 / 8.76
a31oi_1: 1 / 6.26
and3_1: 1 / 6.26
buf_4: 1 / 7.51
buf_6: 1 / 11.3
conb_1: 1 / 3.75
dfxtp_1: 9 / 180
edfxtp_1: 16 / 480
ha_1: 4 / 50.1
inv_1: 5 / 18.8
nand2_1: 4 / 15.0
nor2_1: 1 / 3.75
nor2b_1: 1 / 6.26
nor3_2: 3 / 30.0
nor3b_2: 1 / 12.5
nor4_1: 1 / 6.26
o21ai_0: 3 / 15.0
o21bai_1: 1 / 7.51
o31ai_1: 1 / 7.51
or4_4: 1 / 11.3
==> cell type report <==
class,count,area [um2]
repair buffers,11,108
inverters,5,18.8
fillers,515,3620
well taps,67,83.8
clock inverters,1,7.51
flip-flops and latches,25,661
clock buffers,7,95.1
multi-input cells,31,221
Power is estimated from default activity; no workload was simulated.
